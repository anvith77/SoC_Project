$ cat config.mk
export PLATFORM = sky130hd
export DESIGN_NAME = gemm
export DESIGN_NICKNAME = gemm
export VERILOG_FILES = /design/flow/design.v
export SDC_FILE = /design/flow/constraint.sdc
export NUM_CORES = 4
export LEC_CHECK = 1
export CORE_UTILIZATION = 30
$ cat constraint.sdc
current_design gemm

set clk_period 7.0
set clk_io_pct 0.2

create_clock -name clk0 -period $clk_period [get_ports {clk}]

set non_clock_inputs [all_inputs -no_clocks]
set_input_delay [expr $clk_period * $clk_io_pct] -clock clk0 $non_clock_inputs
set_output_delay [expr $clk_period * $clk_io_pct] -clock clk0 [all_outputs]
$ cat design.v
`timescale 1ns / 1ps
module gemm(A,B,C,D,Cout,clk);
    input [31:0] A;
    input [31:0] B;
    input [31:0] C;
    input [31:0] D;  
    output [31:0] Cout;
    integer alpha = 2;
    integer beta = 1;
    input clk;
    reg [31:0] Cout;
    reg [7:0] A1 [0:1][0:1];
    reg [7:0] B1 [0:1][0:1];
    reg [7:0] C1 [0:1][0:1];
    reg [7:0] D1 [0:1][0:1];
    reg [7:0] Cout1 [0:1][0:1]; 
    integer i,j,k;
    always@ (posedge clk)
    begin
        {A1[0][0],A1[0][1],A1[1][0],A1[1][1]} = A;
        {B1[0][0],B1[0][1],B1[1][0],B1[1][1]} = B;
        {C1[0][0],C1[0][1],C1[1][0],C1[1][1]} = C;
        {D1[0][0],D1[0][1],D1[1][0],D1[1][1]} = D;
        i = 0;
        j = 0;
        k = 0;
        {Cout1[0][0],Cout1[0][1],Cout1[1][0],Cout1[1][1]} = 32'd0;  
        for(i=0;i < 2;i=i+1)
            for(j=0;j < 2;j=j+1)
                for(k=0;k < 2;k=k+1)
                    Cout1[i][j] = Cout1[i][j] + ((A1[i][k] * B1[k][j] * alpha)+ (C1[i][k] * D1[k][j] * beta)); 
        Cout = {Cout1[0][0],Cout1[0][1],Cout1[1][0],Cout1[1][1]};            
    end 
endmodule
$ cat run.sh
#!/bin/bash
# OpenROAD 26Q1-2900-gdf79404cd8, Yosys 0.63+post, stock flow scripts
make -C /OpenROAD-flow-scripts/flow DESIGN_CONFIG=/design/flow/config.mk WORK_HOME=/design/flow/orfs finish
==> impl_metrics.env <==
# physical design summary
export IMPL_run_status="finished with violations"
export IMPL_failed_checks="negative setup slack"
export IMPL_initCoreUtil=0.305
export IMPL_worstHoldPathType="primary input to register"
export IMPL_cts_root_buf="clkbuf_16"
export IMPL_gr_total_overflow=0
export IMPL_clockBufferDepth=2
export IMPL_combPwrFrac=0.930
export IMPL_routedWlPerCell_um=18.1
export IMPL_die_w_um=223
export IMPL_cp_slowest_cell="fa_2"
export IMPL_lay_top_cells="and2_1, fa_1, ha_1, inv_1, nand2_1"
export IMPL_report_final_slew_viol_count=0
export IMPL_ys_seq_frac=0.0439
export IMPL_dp_hpwl_um=39100
export IMPL_antenna_left=0
export IMPL_dp_worst_setup_slack_ps=-1300
export IMPL_finalWirelength_um=45100
export IMPL_worstMarginPinSlew_ps=643
export IMPL_grt_pass1_wl_um=69800
export IMPL_die_area_um2=49500
export IMPL_pwr_share_clk=0.027
export IMPL_log_warning_count=36
export IMPL_p_int_uw=5310
export IMPL_cts_htree_levels=2
export IMPL_worst_slack_ps=-314
export IMPL_hold_viol_final=0
export IMPL_drtPass1Iterations=4
export IMPL_place_area_um2=18300
export IMPL_maxCapViolCount=0
export IMPL_ys_cells=1580
export IMPL_area_growth_pct=33.7
export IMPL_power_uw=9140
export IMPL_synthCells=1580
export IMPL_peakVddDrop_v=0.000402
export IMPL_path_common_cell="fa_1"
export IMPL_drcViolationCount=0
export IMPL_io_pins=161
export IMPL_post_route_period_util=1.04
export IMPL_synth_avg_cell_area_um2=9.23
export IMPL_chipHeight_um=223
export IMPL_antenna_found_initial=1
export IMPL_cellPowerDensity_nw_per_um2=469
export IMPL_finalCriticalPeriod_ps=7310
export IMPL_tritoncts="yes"
export IMPL_vias_per_cell=4.45
export IMPL_whs_ps=2070
export IMPL_seq_power_share=0.043
export IMPL_tns_ps=-1090
export IMPL_first_iter_violations=477
export IMPL_cp_end_kind="register"
export IMPL_cpLargestDelayFamily="adder cells"
export IMPL_slew_headroom=0.570
export IMPL_ys_area_um2=14600
export IMPL_core_area_um2=47800
export IMPL_synth_seq_cells=32
export IMPL_io_buffers=152
export IMPL_final_area_um2=19500
export IMPL_cp_cell_sequence="buf_4 > buf_6 > nand2_1 > fa_1 > inv_2 > ha_4 > inv_2 > fa_1 > fa_1 > inv_2 > ha_4 > xor2_2 > fa_1 > inv_2 > fa_1 > fa_1 > inv_1 > fa_1 > fa_2 > inv_2 > ha_4 > a21oi_4 > xnor3_1 > xnor3_1"
export IMPL_lay_top_count="and2_1"
export IMPL_p_sw_uw=3830
export IMPL_num_antenna_cells=0
export IMPL_largest_register_ffs=32
export IMPL_grt_usage=0.194
export IMPL_switching_share=0.419
export IMPL_finalSetupViolCount=4
export IMPL_nFillCells=4554
export IMPL_clk_pin_slew_ps=70
export IMPL_max_freq_ghz=0.137
export IMPL_p_leak_uw=0.00910
export IMPL_cts_buffers=5
export IMPL_cts_num_sinks=32
export IMPL_cp_required_ps=7190
export IMPL_via_count=11100
export IMPL_synth_area_um2=14600
export IMPL_yosys_warnings=6
export IMPL_grt_pass1_vias=11800
export IMPL_num_rows=80
export IMPL_grt_max_degree=17
export IMPL_critPathKind="primary input to register"
export IMPL_crit_arrival_ps=7500
export IMPL_drive_above_1_share=0.219
export IMPL_synth_cell_types=21
export IMPL_cp_num_buf_inv=8
export IMPL_path_max_fanout=5
export IMPL_critical_path_max_stage_delay_ps=590
export IMPL_place_congestion=0.939
export IMPL_rsz0062_at_grt="yes"
export IMPL_cp_start_kind="primary input"
what timing repair did:
action | CTS | global route
gates resized | 246 | 105
setup endpoints to repair | 14 | 9
buffers inserted | 25 | 5
gates cloned | 1 | 0
pin swaps | 100 | 113
endpoints found under the hold margin | 0 | 0
hold buffers | 0 | 0
stage by stage:
step / utilization / instances
6_report: 0.408 / 2487
5_1_grt: 0.408 / 2487
4_1_cts: 0.401 / 2491
3_5_place_dp: 0.382 / 2458
3_3_place_gp: 0.382 / 2458
2_1_floorplan: - / 1580
Yosys cell counts (all sizes together):
cell type    n  area (um2)
a21o        20         150
a21oi       28         140
and2       321        2010
buf          8        55.1
clkbuf      43         163
dfxtp       32         641
fa         220        4400
ha         248        3100
inv        209         785
nand2      191         724
nor2         8        30.0
o21bai       4        30.0
xnor2      180        1590
xnor3       12         270
xor2        56         490
cell families (layout without fill, tap and decap cells):
| group | Yosys count | in the layout | share of synthesized area |
|---|---|---|---|
| DFF | 32 | 32 | 0.0439 |
| AOI/OAI and AO/OA | 52 | 52 | 0.0220 |
| adders and majority gates | 468 | 468 | 0.515 |
| buffers and inverters | 260 | 552 | 0.0687 |
| and+or+nand+nor | 520 | 520 | 0.190 |
| xor gates and xnor gates | 248 | 248 | 0.161 |
area by class of cell:
cell class | instances | area, um2 | share of cell area
Clock buffer | 7 | 153 | 0.00783
Inverter | 209 | 790 | 0.0405
Multi-Input combinational cell | 1288 | 14200 | 0.728
Sequential cell | 32 | 641 | 0.0328
Tap cell | 615 | 769 | 0.0395
Timing Repair Buffer | 336 | 2950 | 0.151
power groups by stage:
stage         combinational [uW]  sequential (uW)  clock [uW]
finish                      8510              389         247
global route                9430              398         261
CTS                         8080              392         256
path summary, 6_finish.rpt:
check | from | to | depth (start not counted)
worst max-delay path | B[2] | Cout[7] | 24
worst min-delay path | A[16] | Cout[25] | 6
metal layers:
layer | part of all wire | global-route usage | vias up
met2 | 0.42 | 0.277 | 321
met1 | 0.48 | 0.302 | 5347
met4 | 0.013 | 0.0178 | 2
met3 | 0.090 | 0.0646 | 23
met5 | 0.00020 | 0 | -
li1 | - | - | 5383
No activity file was given, so power comes from the tool's default toggle rates.
